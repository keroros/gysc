**flow/config.mk**
```make
export PLATFORM = sky130hd
export DESIGN_NAME = hb1_filter
export DESIGN_NICKNAME = hb1_filter
export VERILOG_FILES = /design/flow/design.v
export SDC_FILE = /design/flow/constraint.sdc
export NUM_CORES = 4
export LEC_CHECK = 1
export CORE_UTILIZATION = 40
```
**flow/constraint.sdc**
```tcl
current_design hb1_filter

set clk_period 24.5
set clk_io_pct 0.2

create_clock -name clk0 -period $clk_period [get_ports {clk}]

set non_clock_inputs [all_inputs -no_clocks]
set_input_delay [expr $clk_period * $clk_io_pct] -clock clk0 $non_clock_inputs
set_output_delay [expr $clk_period * $clk_io_pct] -clock clk0 [all_outputs]
```
**flow/design.v**
```verilog
`timescale 1ns/1ps
module hb1_filter (
    input                       clk         ,
    input                       rstn        ,
    input                       clk_vld_in  ,
    input       signed  [34:0]  dat_in      ,
    output  reg                 clk_vld_out ,
    output  reg signed  [34:0]  dat_out
);
    reg     signed  [34:0]      dat0_r[3:0]     ;
    reg     signed  [34:0]      dat1_r[1:0]     ;
    wire    signed  [64:0]      dat2[2:0]       ;
    wire    signed  [64:0]      dat3            ;
    wire    signed  [34:0]      dat4            ;
    reg                         cnt             ;
    wire                        clk_vld_out_0   ;
    wire                        clk_vld_out_1   ;
    always @(posedge clk or negedge rstn) begin
        if (!rstn)
        begin
            dat1_r[0]    <= 35'd0;
            dat1_r[1]    <= 35'd0;
        end
        else if (clk_vld_out_1)
        begin
            dat1_r[0]    <= dat_in      ;
            dat1_r[1]    <= dat1_r[0]   ;
        end
    end
    always @(posedge clk or negedge rstn) begin
        if (!rstn)
        begin
            dat0_r[0]    <= 35'd0;
            dat0_r[1]    <= 35'd0;
            dat0_r[2]    <= 35'd0;
            dat0_r[3]    <= 35'd0;
        end
        else if (clk_vld_out_0)
        begin
            dat0_r[0]    <= dat_in      ;
            dat0_r[1]    <= dat0_r[0]   ;
            dat0_r[2]    <= dat0_r[1]   ;
            dat0_r[3]    <= dat0_r[2]   ;
        end
    end
    always @(posedge clk or negedge rstn) begin
        if (!rstn)
            cnt <= 1'b0;
        else if (clk_vld_in)
            cnt <= ~cnt;
    end
    assign clk_vld_out_0 = clk_vld_in & (~cnt);
    assign clk_vld_out_1 = clk_vld_in & cnt;
    wire signed [34:0] x[0:2];
    assign x[0] = dat0_r[0] + dat0_r[3];
    assign x[1] = dat0_r[1] + dat0_r[2];
    assign x[2] = dat1_r[1];
    assign dat2[0] = {{5{x[0][34]}}, x[0], 25'b0}
                   + {{6{x[0][34]}}, x[0], 24'b0}
                   + {{8{x[0][34]}}, x[0], 22'b0}
                   - {{12{x[0][34]}}, x[0], 18'b0}
                   + {{14{x[0][34]}}, x[0], 16'b0}
                   + {{16{x[0][34]}}, x[0], 14'b0}
                   + {{17{x[0][34]}}, x[0], 13'b0}
                   + {{19{x[0][34]}}, x[0], 11'b0}
                   + {{20{x[0][34]}}, x[0], 10'b0}
                   + {{22{x[0][34]}}, x[0], 8'b0}
                   + {{25{x[0][34]}}, x[0], 5'b0}
                   + {{26{x[0][34]}}, x[0], 4'b0}
                   + {{29{x[0][34]}}, x[0], 1'b0};
    assign dat2[1] = {{2{x[1][34]}}, x[1], 28'b0}
                   + {{5{x[1][34]}}, x[1], 25'b0}
                   + {{6{x[1][34]}}, x[1], 24'b0}
                   - {{9{x[1][34]}}, x[1], 21'b0}
                   + {{13{x[1][34]}}, x[1], 17'b0}
                   + {{16{x[1][34]}}, x[1], 14'b0}
                   + {{23{x[1][34]}}, x[1], 7'b0}
                   + {{27{x[1][34]}}, x[1], 3'b0}
                   + {{28{x[1][34]}}, x[1], 2'b0};
    assign dat2[2] = {{1{x[2][34]}}, x[2], 29'b0};
    assign dat3 = -dat2[0] +dat2[1] +dat2[2];
    assign dat4 = dat3 >>> 30;
    always @(posedge clk or negedge rstn) begin
        if (!rstn)
            dat_out <= 35'd0;
        else if (clk_vld_out_1)
            dat_out <= dat4;
    end
    always @(posedge clk or negedge rstn) begin
        if (!rstn)
            clk_vld_out <= 1'b0;
        else
            clk_vld_out <= clk_vld_out_1;
    end
endmodule
```
**flow/run.sh**
```bash
#!/bin/bash
# OpenROAD 26Q1-2900-gdf79404cd8, Yosys 0.63+post, stock flow scripts
make -C /OpenROAD-flow-scripts/flow DESIGN_CONFIG=/design/flow/config.mk WORK_HOME=/design/flow/orfs finish
```
==> impl_metrics.tcl <==
# place-and-route summary
set metrics [dict create \
    average_size_of_a_mapped_cell_um2 10.9 \
    number_of_clock_buffers_inserted_by_tritoncts 27 \
    cts_post_setup_buffers_inserted 0 \
    overflow 0 \
    fill_cells 8388 \
    grt_first_pass_wirelength_mm 150 \
    fp.coreArea_um2 89900 \
    maximum_cell_stage_delay_along_the_critical_path_ns 0.83 \
    critical_path.startpoint_type "flop" \
    run_status "finished clean" \
    drt_pre_antenna_iters 17 \
    post_synth_num_cell_types 81 \
    io_pins 74 \
    worstSetupEndpointType "flop" \
    clock-sinks 247 \
    clk-insertion-delay-late_ns 0.61 \
    warning_count 53 \
    detailroute.via_count 23300 \
    hold_ws_ns 0.482 \
    gp_congestion 1.06 \
    async_reset_ff_frac 1.00 \
    report.final.hold_viol_count 0 \
    postSynthRegisterBits 247 \
    post_cts_resized 0 \
    tightestPinTransition_ns 0.960 \
    tritoncts "done" \
    lay_top_count "sky130_fd_sc_hd__inv_1" \
    critical_path_required_ns 24.95 \
    timing.final.max_slew_violations 0 \
    ys_cells 3317 \
    edf_count 0 \
    port_buffers 73 \
    area_delta_synth_final_pct 10.2 \
    first_global_vias 25000 \
    floorplanUtilization 0.403 \
    mostFrequentLayoutCells "sky130_fd_sc_hd__inv_1 (850), sky130_fd_sc_hd__fa_1 (701), sky130_fd_sc_hd__ha_1 (355)" \
    rsz_0062_raised_after_global_routing "false" \
    cts-hold-fix-buffers 0 \
    yosys_warnings 3 \
    worst_path_most_repeated_cell "sky130_fd_sc_hd__fa_1" \
    dpl-instance-area_um2 38900 \
    cpMaxStageDelayCell "sky130_fd_sc_hd__a2111oi_0" \
    synth_sequential_area_ratio 0.171 \
    critPathArrivalTime_ns 10.89 \
    chipArea_um2 91800 \
    clock_path_buffers 3 \
    ys.flop_type "sky130_fd_sc_hd__dfrtp_1" \
    path_max_fanout 7 \
    drt_iter0_drc 900 \
    antenna_violations_before_repair 0 \
    clock-root-buffer "sky130_fd_sc_hd__clkbuf_16" \
    fmax_ghz 0.0958 \
    detail_route.wl_per_cell_um 21.0 \
    synth_chip_area_um2 36200 \
    worst_clock_skew_ns 0.0397 \
    synth_cells 3317 \
    drive_gt1_frac 0.108 \
    detail_route.drc_violations 0 \
    setup-tns-final_ns 0 \
    grt_max_degree 125 \
    utilization 0.444 \
    postLayoutCellArea_um2 39900 \
    drt_wl_total_mm 97.6 \
    cts-htree-levels 1 \
    post-route-period-util 0.426 \
    die_x_um 303 \
    worst_relative_slew_slack 0.356 \
    synthesis.area_um2 36200 \
    antenna_left 0 \
    post-dp-hpwl_mm 83.8 \
    viasPerCell 5.01 \
    rows 110 \
    critical_path_class "reg -> reg" \
    die_height_um 303 \
    clkSlewWorstSetupHoldPaths_ns 0.06 \
    final_period_minus_worst_setup_slack_ns 10.44 \
    timing.final.setup_violations 0 \
    max_cap_violation_count 0 \
    hold_path.class "reg -> reg" \
    groute.usage.overall 0.236 \
]
[flip-flops by register name, summed over array words and instances, names as in the netlist]
signal       count
dat_out         35
cnt              1
dat0_r         140
dat1_r          70
clk_vld_out      1
[area by class of cell]
class | count | area [um2] | share of cell area
well taps | 1176 | 1470 | 0.0368
repair buffers | 156 | 1370 | 0.0343
multi-input cells | 2162 | 26700 | 0.668
diodes | 1 | 2.50 | 0.0000627
clock buffers | 31 | 721 | 0.0180
clock inverters | 18 | 298 | 0.00746
flip-flops and latches | 247 | 6180 | 0.155
inverters | 854 | 3210 | 0.0803
[per-stage QoR]
step	worst slack [ns]	cells
after floorplan	14.68	3317
after global placement	13.80	4595
after detailed placement	13.80	4595
after CTS	13.82	4644
after global routing	13.29	4644
final	14.06	4645
[synth_stat cells, drive strengths merged, types with 14 or more instances]
| master | count | area, um2 |
|---|---|---|
| a211oi | 21 | 175 |
| nand2 | 117 | 442 |
| dfrtp | 247 | 6180 |
| nor2 | 49 | 184 |
| o21ai | 114 | 574 |
| a21oi | 106 | 553 |
| mux2 | 190 | 2140 |
| nand3 | 24 | 120 |
| xnor2 | 112 | 1000 |
| clkbuf | 45 | 171 |
| inv | 854 | 3210 |
| xor2 | 62 | 566 |
| o21a | 14 | 105 |
| a21o | 65 | 488 |
| fa | 701 | 14000 |
| ha | 355 | 4440 |
| o21bai | 21 | 161 |
| nand4 | 18 | 113 |
| or2 | 14 | 87.6 |
[per-layer routing]
metal / routed length [um] / GRT usage
met1: 36300 / 0.307
met2: 50100 / 0.389
met3: 7520 / 0.0774
met4: 3690 / 0.0671
met5: 0 / 0
[critical path: cells and delay by family, from the launching register on]
family | cells | cell delay, ns
fa+ha+maj | 10 | 4.38
xor+xnor | 2 | 0.33
simple gates | 4 | 0.70
compound gates | 10 | 3.60
flops | 1 | 0.39
buf+inv | 7 | 0.87
[worst paths after layout]
kind / start / endpoint / slack, ns / cells past startpoint
min in group asynchronous: rstn / dat0_r[3][22] / 4.30 / 1
worst max register to register: dat0_r[0][0] / dat_out[31] / 14.06 / 33
worst min register to register: dat_out[25] / dat_out[25] / 0.48 / 2
worst min-delay path: dat_out[25] / dat_out[25] / 0.48 / 2
worst max-delay path: dat0_r[0][0] / dat_out[31] / 14.06 / 33
max in group asynchronous: rstn / dat0_r[0][0] / 19.10 / 2
[logic make-up after synthesis]
| logic type | after synthesis | share of synthesized area |
|---|---|---|
| buffers and inverters | 908 | 0.0945 |
| AOI/OAI and AO/OA | 431 | 0.0800 |
| DFF | 247 | 0.171 |
| and+or+nand+nor | 304 | 0.0409 |
| adders and majority gates | 1059 | 0.511 |
| muxes | 194 | 0.0601 |
| xor gates and xnor gates | 174 | 0.0433 |
