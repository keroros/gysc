$ cat ./run.sh
#!/bin/bash
# OpenROAD 26Q1-2900-gdf79404cd8, Yosys 0.63+post, stock flow scripts
make -C /OpenROAD-flow-scripts/flow DESIGN_CONFIG=/design/flow/config.mk WORK_HOME=/design/flow/orfs finish
$ cat ./design.v
`timescale 1ns/1ps
module hb2_filter (
    input                       clk         ,
    input                       rstn        ,
    input                       clk_vld_in  ,
    input       signed  [34:0]  dat_in      ,
    output  reg                 clk_vld_out ,
    output  reg signed  [34:0]  dat_out
);
    reg     signed  [34:0]      dat0_r[37:0]    ;
    reg     signed  [34:0]      dat1_r[18:0]    ;
    wire    signed  [64:0]      dat2[19:0]      ;
    wire    signed  [64:0]      dat3            ;
    wire    signed  [34:0]      dat4            ;
    reg                         cnt             ;
    wire                        clk_vld_out_0   ;
    wire                        clk_vld_out_1   ;
    genvar                      ii              ;
    always @(posedge clk or negedge rstn) begin
        if (!rstn)
            dat1_r[0]    <= 35'd0;
        else if (clk_vld_out_1)
            dat1_r[0]    <= dat_in;
    end
    generate
    for (ii=1;ii<=18;ii=ii+1)
    always @(posedge clk or negedge rstn) begin
        if (!rstn)
            dat1_r[ii]  <= 35'd0;
        else if (clk_vld_out_1)
            dat1_r[ii]  <= dat1_r[ii-1];
    end
    endgenerate
    always @(posedge clk or negedge rstn) begin
        if (!rstn)
            dat0_r[0]    <= 35'd0;
        else if (clk_vld_out_0)
            dat0_r[0]    <= dat_in;
    end
    generate
    for (ii=1;ii<=37;ii=ii+1)
    always @(posedge clk or negedge rstn) begin
        if (!rstn)
            dat0_r[ii]  <= 35'd0;
        else if (clk_vld_out_0)
            dat0_r[ii]  <= dat0_r[ii-1];
    end
    endgenerate
    always @(posedge clk or negedge rstn) begin
        if (!rstn)
            cnt <= 1'b0;
        else if (clk_vld_in)
            cnt <= ~cnt;
    end
    assign clk_vld_out_0 = clk_vld_in & (~cnt);
    assign clk_vld_out_1 = clk_vld_in & cnt;
    wire signed [34:0] x[0:19];
    assign x[0]  =  dat0_r[0]  + dat0_r[37];
    assign x[1]  =  dat0_r[1]  + dat0_r[36];
    assign x[2]  =  dat0_r[2]  + dat0_r[35];
    assign x[3]  =  dat0_r[3]  + dat0_r[34];
    assign x[4]  =  dat0_r[4]  + dat0_r[33];
    assign x[5]  =  dat0_r[5]  + dat0_r[32];
    assign x[6]  =  dat0_r[6]  + dat0_r[31];
    assign x[7]  =  dat0_r[7]  + dat0_r[30];
    assign x[8]  =  dat0_r[8]  + dat0_r[29];
    assign x[9]  =  dat0_r[9]  + dat0_r[28];
    assign x[10] =  dat0_r[10] + dat0_r[27];
    assign x[11] =  dat0_r[11] + dat0_r[26];
    assign x[12] =  dat0_r[12] + dat0_r[25];
    assign x[13] =  dat0_r[13] + dat0_r[24];
    assign x[14] =  dat0_r[14] + dat0_r[23];
    assign x[15] =  dat0_r[15] + dat0_r[22];
    assign x[16] =  dat0_r[16] + dat0_r[21];
    assign x[17] =  dat0_r[17] + dat0_r[20];
    assign x[18] =  dat0_r[18] + dat0_r[19];
    assign x[19] =  dat1_r[18];
    assign dat2[0] = {{18{x[0][34]}}, x[0], 12'b0}
                   - {{22{x[0][34]}}, x[0], 8'b0}
                   + {{25{x[0][34]}}, x[0], 5'b0}
                   - {{29{x[0][34]}}, x[0], 1'b0};
    assign dat2[1] = {{16{x[1][34]}}, x[1], 14'b0}
                   - {{23{x[1][34]}}, x[1], 7'b0}
                   + {{25{x[1][34]}}, x[1], 5'b0}
                   + {{26{x[1][34]}}, x[1], 4'b0}
                   + {x[1]};
    assign dat2[2] = {{15{x[2][34]}}, x[2], 15'b0}
                   + {{16{x[2][34]}}, x[2], 14'b0}
                   - {{20{x[2][34]}}, x[2], 10'b0}
                   + {{22{x[2][34]}}, x[2], 8'b0}
                   + {{23{x[2][34]}}, x[2], 7'b0}
                   + {{25{x[2][34]}}, x[2], 5'b0}
                   + {{27{x[2][34]}}, x[2], 3'b0}
                   + {x[2]};
    assign dat2[3] = {{13{x[3][34]}}, x[3], 17'b0}
                   - {{16{x[3][34]}}, x[3], 14'b0}
                   + {{18{x[3][34]}}, x[3], 12'b0}
                   + {{21{x[3][34]}}, x[3], 9'b0}
                   - {{24{x[3][34]}}, x[3], 6'b0}
                   + {{26{x[3][34]}}, x[3], 4'b0}
                   + {{27{x[3][34]}}, x[3], 3'b0}
                   + {{29{x[3][34]}}, x[3], 1'b0}
                   + {x[3]};
    assign dat2[4] = {{12{x[4][34]}}, x[4], 18'b0}
                   - {{17{x[4][34]}}, x[4], 13'b0}
                   + {{18{x[4][34]}}, x[4], 12'b0}
                   - {{22{x[4][34]}}, x[4], 8'b0}
                   + {{25{x[4][34]}}, x[4], 5'b0}
                   - {{28{x[4][34]}}, x[4], 2'b0};
    assign dat2[5] = {{11{x[5][34]}}, x[5], 19'b0}
                   - {{15{x[5][34]}}, x[5], 15'b0}
                   + {{16{x[5][34]}}, x[5], 14'b0}
                   - {{21{x[5][34]}}, x[5], 9'b0}
                   + {{25{x[5][34]}}, x[5], 5'b0}
                   + {{28{x[5][34]}}, x[5], 2'b0}
                   + {x[5]};
    assign dat2[6] = {{10{x[6][34]}}, x[6], 20'b0}
                   - {{13{x[6][34]}}, x[6], 17'b0}
                   + {{17{x[6][34]}}, x[6], 13'b0}
                   + {{19{x[6][34]}}, x[6], 11'b0}
                   + {{22{x[6][34]}}, x[6], 8'b0}
                   + {{23{x[6][34]}}, x[6], 7'b0}
                   + {{29{x[6][34]}}, x[6], 1'b0}
                   + {x[6]};
    assign dat2[7] = {{10{x[7][34]}}, x[7], 20'b0}
                   + {{11{x[7][34]}}, x[7], 19'b0}
                   + {{16{x[7][34]}}, x[7], 14'b0}
                   + {{17{x[7][34]}}, x[7], 13'b0}
                   + {{19{x[7][34]}}, x[7], 11'b0}
                   + {{22{x[7][34]}}, x[7], 8'b0}
                   + {{25{x[7][34]}}, x[7], 5'b0}
                   + {{26{x[7][34]}}, x[7], 4'b0}
                   + {{27{x[7][34]}}, x[7], 3'b0}
                   - {x[7]};
    assign dat2[8] = {{9{x[8][34]}}, x[8], 21'b0}
                   + {{11{x[8][34]}}, x[8], 19'b0}
                   + {{18{x[8][34]}}, x[8], 12'b0}
                   - {{22{x[8][34]}}, x[8], 8'b0}
                   + {{25{x[8][34]}}, x[8], 5'b0}
                   + {{27{x[8][34]}}, x[8], 3'b0}
                   + {x[8]};
    assign dat2[9] = {{8{x[9][34]}}, x[9], 22'b0}
                   - {{14{x[9][34]}}, x[9], 16'b0}
                   + {{18{x[9][34]}}, x[9], 12'b0}
                   + {{19{x[9][34]}}, x[9], 11'b0}
                   + {{24{x[9][34]}}, x[9], 6'b0}
                   + {{26{x[9][34]}}, x[9], 4'b0}
                   + {{27{x[9][34]}}, x[9], 3'b0}
                   + {x[9]};
    assign dat2[10] = {{8{x[10][34]}}, x[10], 22'b0}
                    + {{9{x[10][34]}}, x[10], 21'b0}
                    + {{19{x[10][34]}}, x[10], 11'b0}
                    + {{20{x[10][34]}}, x[10], 10'b0}
                    + {{27{x[10][34]}}, x[10], 3'b0}
                    - {x[10]};
    assign dat2[11] = {{7{x[11][34]}}, x[11], 23'b0}
                    + {{10{x[11][34]}}, x[11], 20'b0}
                    - {{13{x[11][34]}}, x[11], 17'b0}
                    + {{16{x[11][34]}}, x[11], 14'b0}
                    - {{20{x[11][34]}}, x[11], 10'b0}
                    + {{23{x[11][34]}}, x[11], 7'b0}
                    + {{24{x[11][34]}}, x[11], 6'b0}
                    + {{26{x[11][34]}}, x[11], 4'b0}
                    + {{27{x[11][34]}}, x[11], 3'b0}
                    + {{29{x[11][34]}}, x[11], 1'b0};
    assign dat2[12] = {{7{x[12][34]}}, x[12], 23'b0}
                    + {{8{x[12][34]}}, x[12], 22'b0}
                    + {{10{x[12][34]}}, x[12], 20'b0}
                    - {{13{x[12][34]}}, x[12], 17'b0}
                    + {{16{x[12][34]}}, x[12], 14'b0}
                    + {{18{x[12][34]}}, x[12], 12'b0}
                    + {{19{x[12][34]}}, x[12], 11'b0}
                    + {{25{x[12][34]}}, x[12], 5'b0}
                    + {{27{x[12][34]}}, x[12], 3'b0}
                    + {x[12]};
    assign dat2[13] = {{6{x[13][34]}}, x[13], 24'b0}
                    + {{9{x[13][34]}}, x[13], 21'b0}
                    + {{11{x[13][34]}}, x[13], 19'b0}
                    - {{15{x[13][34]}}, x[13], 15'b0}
                    + {{17{x[13][34]}}, x[13], 13'b0}
                    + {{19{x[13][34]}}, x[13], 11'b0}
                    + {{20{x[13][34]}}, x[13], 10'b0}
                    + {{22{x[13][34]}}, x[13], 8'b0}
                    + {{23{x[13][34]}}, x[13], 7'b0}
                    - {{26{x[13][34]}}, x[13], 4'b0}
                    + {{28{x[13][34]}}, x[13], 2'b0};
    assign dat2[14] = {{6{x[14][34]}}, x[14], 24'b0}
                    + {{7{x[14][34]}}, x[14], 23'b0}
                    + {{9{x[14][34]}}, x[14], 21'b0}
                    + {{11{x[14][34]}}, x[14], 19'b0}
                    - {{14{x[14][34]}}, x[14], 16'b0}
                    + {{16{x[14][34]}}, x[14], 14'b0}
                    + {{18{x[14][34]}}, x[14], 12'b0}
                    - {{23{x[14][34]}}, x[14], 7'b0};
    assign dat2[15] = {{5{x[15][34]}}, x[15], 25'b0}
                    + {{8{x[15][34]}}, x[15], 22'b0}
                    + {{9{x[15][34]}}, x[15], 21'b0}
                    + {{11{x[15][34]}}, x[15], 19'b0}
                    + {{15{x[15][34]}}, x[15], 15'b0}
                    + {{16{x[15][34]}}, x[15], 14'b0}
                    - {{21{x[15][34]}}, x[15], 9'b0}
                    + {{27{x[15][34]}}, x[15], 3'b0}
                    + {{29{x[15][34]}}, x[15], 1'b0}
                    + {x[15]};
    assign dat2[16] = {{4{x[16][34]}}, x[16], 26'b0}
                    - {{7{x[16][34]}}, x[16], 23'b0}
                    + {{9{x[16][34]}}, x[16], 21'b0}
                    + {{10{x[16][34]}}, x[16], 20'b0}
                    + {{12{x[16][34]}}, x[16], 18'b0}
                    - {{15{x[16][34]}}, x[16], 15'b0}
                    + {{20{x[16][34]}}, x[16], 10'b0}
                    + {{22{x[16][34]}}, x[16], 8'b0}
                    + {{24{x[16][34]}}, x[16], 6'b0};
    assign dat2[17] = {{4{x[17][34]}}, x[17], 26'b0}
                    + {{5{x[17][34]}}, x[17], 25'b0}
                    + {{7{x[17][34]}}, x[17], 23'b0}
                    + {{10{x[17][34]}}, x[17], 20'b0}
                    - {{14{x[17][34]}}, x[17], 16'b0}
                    + {{15{x[17][34]}}, x[17], 15'b0}
                    - {{18{x[17][34]}}, x[17], 12'b0}
                    + {{20{x[17][34]}}, x[17], 10'b0}
                    + {{21{x[17][34]}}, x[17], 9'b0}
                    + {{23{x[17][34]}}, x[17], 7'b0}
                    + {{25{x[17][34]}}, x[17], 5'b0}
                    + {{26{x[17][34]}}, x[17], 4'b0}
                    + {{28{x[17][34]}}, x[17], 2'b0}
                    + {x[17]};
    assign dat2[18] = {{2{x[18][34]}}, x[18], 28'b0}
                    + {{4{x[18][34]}}, x[18], 26'b0}
                    + {{8{x[18][34]}}, x[18], 22'b0}
                    + {{11{x[18][34]}}, x[18], 19'b0}
                    + {{13{x[18][34]}}, x[18], 17'b0}
                    + {{14{x[18][34]}}, x[18], 16'b0}
                    + {{16{x[18][34]}}, x[18], 14'b0}
                    + {{20{x[18][34]}}, x[18], 10'b0}
                    + {{23{x[18][34]}}, x[18], 7'b0}
                    - {{27{x[18][34]}}, x[18], 3'b0}
                    + {{29{x[18][34]}}, x[18], 1'b0}
                    + {x[18]};
    assign dat2[19] = {{1{x[19][34]}}, x[19], 29'b0};
    assign dat3 = dat2[0]
                - dat2[1]
                + dat2[2]
                - dat2[3]
                + dat2[4]
                - dat2[5]
                + dat2[6]
                - dat2[7]
                + dat2[8]
                - dat2[9]
                + dat2[10]
                - dat2[11]
                + dat2[12]
                - dat2[13]
                + dat2[14]
                - dat2[15]
                + dat2[16]
                - dat2[17]
                + dat2[18]
                + dat2[19];
    assign dat4 = dat3 >>> 30;
    always @(posedge clk or negedge rstn) begin
        if (!rstn)
            dat_out <= 35'd0;
        else if (clk_vld_out_1)
            dat_out <= dat4;
    end
    always @(posedge clk or negedge rstn) begin
        if (!rstn)
            clk_vld_out <= 1'b0;
        else
            clk_vld_out <= clk_vld_out_1;
    end
endmodule
$ cat ./config.mk
export PLATFORM = sky130hd
export DESIGN_NAME = hb2_filter
export DESIGN_NICKNAME = hb2_filter
export VERILOG_FILES = /design/flow/design.v
export SDC_FILE = /design/flow/constraint.sdc
export NUM_CORES = 4
export LEC_CHECK = 1
export CORE_UTILIZATION = 50
$ cat ./constraint.sdc
current_design hb2_filter

set clk_period 51.8
set clk_io_pct 0.2

create_clock -name clk0 -period $clk_period [get_ports {clk}]

set non_clock_inputs [all_inputs -no_clocks]
set_input_delay [expr $clk_period * $clk_io_pct] -clock clk0 $non_clock_inputs
set_output_delay [expr $clk_period * $clk_io_pct] -clock clk0 [all_outputs]
==> results.txt <==
Implementation results

The worst-path cell with the longest stage delay is sky130_fd_sc_hd__a221oi_1. The number of H-tree levels is 5.

The cell area after synthesis is about 290000 um^2. The first global-routing pass estimated ~1700000 um of wire. Once iteration 0 of detailed routing completed, the report listed ~13k DRC markers. The sum of negative setup slack is 0 ns.

The flow ran to the end, but the final reports show violations. For this design, Yosys synthesis ends with a cell count of around 30k. The post-synthesis chip area from yosys is roughly 290000 um^2. According to the timing report, the data required time at the worst endpoint equals about 53 ns.

The worst setup path is captured at a flip-flop. For reference, the critical path is launched at dat0_r[7][0]. The post-CTS resize count is 0. Per the timing report, the most critical flop-to-flop path originates at dat0_r[7][0]. In this run, the synthesized area fraction spent on xor and xnor cells is recorded as slightly above 4%. The number of cells produced by synthesis is ~30k. Per the post-CTS timing run, clock transition at the registers of the reported paths is ~0.060 ns. Per the timing report, the most critical flop-to-flop path finishes at dat_out[33]. The arithmetic-cell share of the synthesized area counting full adders, half adders and majority gates is around 50%.

The highest clock frequency the design can meet is 52.0 MHz. The area enclosed by the die boundary is 576000 um^2. The script parses the final routing iteration and logs DRC violations as 0. Among logic cells in the layout, the one with the most instances is sky130_fd_sc_hd__inv_1.

Measured along the y axis, the die boundary spans 759 um. The average cell area after synthesis is between 9 and 10 um^2. Ranked by total cell area, the synthesized netlist is headed by sky130_fd_sc_hd__fa_1, sky130_fd_sc_hd__dfrtp_1, sky130_fd_sc_hd__ha_1, sky130_fd_sc_hd__inv_1, sky130_fd_sc_hd__nand2_1. The total count of hold-check failures in the final report is 0. The final critical path takes up 37.1% of the cycle.

The register-to-register setup slack is between 30 and 40 ns. The async set or reset register ratio after synthesis is approximately 100%. The detailed-placement wirelength estimate is around 1100000 um.

The fraction of the mapped netlist area in simple logic gates is between 10% and 20%. The tool flagged a number of max-cap violations equal to 1.

The area growth from synthesis to layout is 9.57%. The cell type with the highest occurrence count on the critical path is sky130_fd_sc_hd__fa_1. The clock tree has to reach 2032 sinks.

As reported, the later end of the worst-skew pair has a clock insertion delay of between 1 and 1.5 ns. Global routing finished with a remaining overflow of 0. The most critical setup path has its endpoint at dat_out[33]. Setup repair after global routing left no endpoint under its margin. The via total after detailed routing is approximately 210k.

The measured slew at the worst slew-check pin is ~1.6 ns. The script logs the mean routed wire length per placed instance as between 30 and 40 um.

Total global-route track usage over all layers is a little under half. In the layout the commonest cells are sky130_fd_sc_hd__inv_1, sky130_fd_sc_hd__nand2_1, sky130_fd_sc_hd__fa_1. In this run, synthesis inferred 0 flip-flops with an integrated enable. In this run the tools logged warnings totalling approximately 260.

The most critical min-delay path falls under reg2reg. The end-of-flow timing check tallies setup violations at 0. The iteration count of the initial detailed-routing pass is 7.

The tally of unique sky130hd cells used after synthesis is ~110. The initial antenna violation count came to 102. The count of cells along the worst register-to-register path is around 60. The worst-case headroom to the max-slew limit is -6.76%. Per the synthesis report, the dominant area consumer among library cells is sky130_fd_sc_hd__fa_1.

The synthesis log from Yosys contains 3 warnings. The checks that failed: max-capacitance violations, max-slew violations. For this block, the routed nets add up to 1240000 um of wire. Per the CTS log, the root buffer master is sky130_fd_sc_hd__clkbuf_16. Per the gpl log, the routability congestion estimate is between 1 and 1.5. In the final report, the number of pins over their slew limit comes to 2.

The tally of buffers added on design ports is 73. Across all hold checks on the routed design, the worst slack comes to roughly 0.44 ns. The maximum fanout count along the critical path is 9. The die width is roughly 760 um. The number of register bits inferred by synthesis is 2032. Between clock sinks in the finished design, the worst skew comes to between 0.09 and 0.1 ns. After synthesis, flip-flops and latches occupy roughly 18% of the total area. CTS reports a maximum clock tree buffer depth of 4. The compound-gate portion of the synthesized area is between 7 and 8%. Summed over its instances, the top area cell type makes up 38.8% of the synthesized netlist area. The number of filler instances in the final layout is about 50k. The starting utilization of the core area is 50.3%. The via count of the first global-routing pass is roughly 230k. The smallest clock period supported by the final layout is computed as just under 20 ns. In this run the post-CTS setup repair buffer count came out at 0. The synthesis run shows multiplexers occupying less than 1% of the cell area. The CTS tree is yes. The floorplan step defined a core boundary enclosing about 570000 um^2. The element type at the critical path start is a flip-flop. The total CTS buffers is ~260. The number of top-level pins is 74.

The layout cell share with drive strength beyond 1 is about 6.2%. Data on the critical path arrives at its endpoint at between 20 and 25 ns. Entering global routing, the biggest net connects 178 pins. Using the TritonRoute via totals, the vias-per-cell ratio works out to 5.47.

In this run the core area contains approximately 280 standard-cell rows. The most instantiated flip-flop cell in the synthesis netlist is sky130_fd_sc_hd__dfrtp_1. The main kind of combinational logic by area is adder cells. Looking at the setup timing report, the critical path kind is reg2reg.

For this design, the CTS-stage hold fixing added 0 buffers. For this run, the slowest stage of the critical path takes just under 0.7 ns. The antenna violation net count after detailed routing is 0.
-- worst max-delay path: cells and delay by family (launching register included) --
family / cells / cell delay [ns]
flops: 1 / 0.40
simple gates: 2 / 0.61
xor+xnor: 3 / 1.56
buf+inv: 11 / 1.45
fa+ha+maj: 20 / 9.01
compound gates: 24 / 6.05
-- registers in the layout, summed over array words and instances (netlist names) --
register and cells:
dat0_r 1330, dat_out 35, clk_vld_out 1, dat1_r 665
cnt 1
-- cell families (layout without fill, tap and decap cells) --
kind of cell	after synthesis	in the layout
fa+ha+maj	8126	8126
simple gates	8083	8083
buf+inv	7048	8221
compound gates	3224	3224
flops	2032	2032
xor+xnor	1332	1332
mux	12	12
other cells	0	63
-- how the worst min path moves through the flow --
stage                     startpoint              to  slack, ns  depth (start not counted)
after global routing  dat1_r[16][32]  dat1_r[17][32]       0.45                          2
final                 dat1_r[13][31]  dat1_r[14][31]       0.44                          2
after CTS             dat1_r[13][31]  dat1_r[14][31]       0.44                          2
-- cells in the mapped netlist (13+ instances only) --
master                      count
sky130_fd_sc_hd__inv_1       6541
sky130_fd_sc_hd__nand2_1     6387
sky130_fd_sc_hd__fa_1        5555
sky130_fd_sc_hd__ha_1        2571
sky130_fd_sc_hd__dfrtp_1     2032
sky130_fd_sc_hd__a21oi_1      951
sky130_fd_sc_hd__xnor2_1      837
sky130_fd_sc_hd__a21o_1       670
sky130_fd_sc_hd__nor2_1       595
sky130_fd_sc_hd__o21ai_0      496
sky130_fd_sc_hd__xor2_1       490
sky130_fd_sc_hd__clkbuf_1     482
sky130_fd_sc_hd__o21bai_1     212
sky130_fd_sc_hd__o21a_1       174
sky130_fd_sc_hd__nand2b_1     172
sky130_fd_sc_hd__nand3_1      169
sky130_fd_sc_hd__nor2b_1      148
sky130_fd_sc_hd__nor3_1       138
sky130_fd_sc_hd__and3_1       105
sky130_fd_sc_hd__a211oi_1      87
sky130_fd_sc_hd__a31oi_1       87
sky130_fd_sc_hd__and2_1        67
sky130_fd_sc_hd__or2_2         67
sky130_fd_sc_hd__nand4_1       62
sky130_fd_sc_hd__or3_1         55
sky130_fd_sc_hd__o211ai_1      51
sky130_fd_sc_hd__o31ai_1       45
sky130_fd_sc_hd__a31o_2        39
sky130_fd_sc_hd__a211o_1       36
sky130_fd_sc_hd__a21boi_0      30
sky130_fd_sc_hd__nor4_1        27
sky130_fd_sc_hd__o31a_1        26
sky130_fd_sc_hd__and4_1        24
sky130_fd_sc_hd__a311oi_1      23
sky130_fd_sc_hd__a2111oi_0     22
sky130_fd_sc_hd__o21ai_1       22
sky130_fd_sc_hd__a221o_1       18
sky130_fd_sc_hd__o41ai_1       18
sky130_fd_sc_hd__o2111ai_1     17
sky130_fd_sc_hd__nor3b_1       15
sky130_fd_sc_hd__buf_1         14
sky130_fd_sc_hd__o22ai_1       14
sky130_fd_sc_hd__a41oi_1       13
sky130_fd_sc_hd__o211a_1       13
-- stage by stage --
step | utilization [%] | std cells | cell area, um^2 | worst slack, ns
floorplan | - | 29900 | 287000 | 35.50
global placement | 53.5 | 38100 | 305000 | 32.75
detailed placement | 53.5 | 38100 | 305000 | 32.77
CTS | 55.0 | 38600 | 314000 | 32.77
global route | 55.1 | 38600 | 314000 | 31.86
finish | 55.1 | 38600 | 314000 | 32.58
-- metal layers --
layer	wire [um]	track usage (%)	vias up
met3	221000	35.1	2885
met4	112000	30.2	162
met2	501000	61.8	9941
li1	-	-	92800
met5	5910	7.30	-
met1	401000	56.2	106000
-- final cells by class --
class                           count  area [um^2]  area share [%]
Sequential cell                  2032        50800            16.2
Clock buffer                      345         7330            2.33
Tap cell                         7533         9430            3.00
Multi-Input combinational cell  20800       211000            67.1
Inverter                         6546        24600            7.83
Clock inverter                    122         1630           0.518
Timing Repair Buffer             1208         9380            2.99
Antenna cell                       63          158          0.0502
