==> design.v <==
`timescale 1ns/1ps
module cic_comp_filter (
    input                       clk         ,
    input                       rstn        ,
    input                       clk_vld_in  ,
    input       signed  [34:0]  dat_in      ,
    output  reg                 clk_vld_out ,
    output  reg signed  [34:0]  dat_out
);
    reg     signed  [34:0]      dat_r[13:0]    ;
    wire    signed  [64:0]      dat2[7:0]      ;
    wire    signed  [64:0]      dat3           ;
    wire    signed  [34:0]      dat4           ;
    reg                         cnt            ;
    wire                        clk_vld_out_pre;
    always @(posedge clk or negedge rstn) begin
        if (!rstn) begin
            dat_r[0]    <= 35'd0;
            dat_r[1]    <= 35'd0;
            dat_r[2]    <= 35'd0;
            dat_r[3]    <= 35'd0;
            dat_r[4]    <= 35'd0;
            dat_r[5]    <= 35'd0;
            dat_r[6]    <= 35'd0;
            dat_r[7]    <= 35'd0;
            dat_r[8]    <= 35'd0;
            dat_r[9]    <= 35'd0;
            dat_r[10]   <= 35'd0;
            dat_r[11]   <= 35'd0;
            dat_r[12]   <= 35'd0;
            dat_r[13]   <= 35'd0;
        end
        else if (clk_vld_in) begin
            dat_r[0]    <= dat_in   ;
            dat_r[1]    <= dat_r[0] ;
            dat_r[2]    <= dat_r[1] ;
            dat_r[3]    <= dat_r[2] ;
            dat_r[4]    <= dat_r[3] ;
            dat_r[5]    <= dat_r[4] ;
            dat_r[6]    <= dat_r[5] ;
            dat_r[7]    <= dat_r[6] ;
            dat_r[8]    <= dat_r[7] ;
            dat_r[9]    <= dat_r[8] ;
            dat_r[10]   <= dat_r[9] ;
            dat_r[11]   <= dat_r[10];
            dat_r[12]   <= dat_r[11];
            dat_r[13]   <= dat_r[12];
        end
    end
    always @(posedge clk or negedge rstn) begin
        if (!rstn)
            cnt <= 1'b0;
        else if (clk_vld_in)
            cnt <= ~cnt;
    end
    assign clk_vld_out_pre = clk_vld_in & cnt;
    wire signed [34:0] x[0:7];
    assign x[0] = dat_in   + dat_r[13];
    assign x[1] = dat_r[0] + dat_r[12];
    assign x[2] = dat_r[1] + dat_r[11];
    assign x[3] = dat_r[2] + dat_r[10];
    assign x[4] = dat_r[3] + dat_r[9];
    assign x[5] = dat_r[4] + dat_r[8];
    assign x[6] = dat_r[5] + dat_r[7];
    assign x[7] = dat_r[6];
    assign dat2[0] = {{8{x[0][34]}}, x[0], 22'b0}
                   + {{9{x[0][34]}}, x[0], 21'b0}
                   + {{13{x[0][34]}}, x[0], 17'b0}
                   - {{19{x[0][34]}}, x[0], 11'b0}
                   + {{21{x[0][34]}}, x[0], 9'b0}
                   + {{25{x[0][34]}}, x[0], 5'b0}
                   + {{29{x[0][34]}}, x[0], 1'b0};
    assign dat2[1] = {{10{x[1][34]}}, x[1], 20'b0}
                   + {{15{x[1][34]}}, x[1], 15'b0}
                   + {{18{x[1][34]}}, x[1], 12'b0}
                   + {{19{x[1][34]}}, x[1], 11'b0}
                   + {{21{x[1][34]}}, x[1], 9'b0}
                   + {{22{x[1][34]}}, x[1], 8'b0}
                   + {{24{x[1][34]}}, x[1], 6'b0}
                   - {{27{x[1][34]}}, x[1], 3'b0}
                   + {{29{x[1][34]}}, x[1], 1'b0};
    assign dat2[2] = {{5{x[2][34]}}, x[2], 25'b0}
                   + {{10{x[2][34]}}, x[2], 20'b0}
                   + {{13{x[2][34]}}, x[2], 17'b0}
                   + {{14{x[2][34]}}, x[2], 16'b0}
                   + {{17{x[2][34]}}, x[2], 13'b0}
                   + {{18{x[2][34]}}, x[2], 12'b0}
                   - {{21{x[2][34]}}, x[2], 9'b0}
                   + {{23{x[2][34]}}, x[2], 7'b0}
                   + {{29{x[2][34]}}, x[2], 1'b0};
    assign dat2[3] = {{7{x[3][34]}}, x[3], 23'b0}
                   + {{12{x[3][34]}}, x[3], 18'b0}
                   - {{16{x[3][34]}}, x[3], 14'b0}
                   + {{17{x[3][34]}}, x[3], 13'b0}
                   - {{20{x[3][34]}}, x[3], 10'b0}
                   + {{22{x[3][34]}}, x[3], 8'b0}
                   + {{26{x[3][34]}}, x[3], 4'b0}
                   + {{29{x[3][34]}}, x[3], 1'b0}
                   + {x[3]};
    assign dat2[4] = {{4{x[4][34]}}, x[4], 26'b0}
                   + {{5{x[4][34]}}, x[4], 25'b0}
                   + {{6{x[4][34]}}, x[4], 24'b0}
                   - {{10{x[4][34]}}, x[4], 20'b0}
                   + {{13{x[4][34]}}, x[4], 17'b0}
                   + {{17{x[4][34]}}, x[4], 13'b0}
                   + {{19{x[4][34]}}, x[4], 11'b0}
                   + {{21{x[4][34]}}, x[4], 9'b0}
                   - {{24{x[4][34]}}, x[4], 6'b0}
                   + {{29{x[4][34]}}, x[4], 1'b0}
                   + {x[4]};
    assign dat2[5] = {{5{x[5][34]}}, x[5], 25'b0}
                   + {{6{x[5][34]}}, x[5], 24'b0}
                   + {{9{x[5][34]}}, x[5], 21'b0}
                   + {{11{x[5][34]}}, x[5], 19'b0}
                   + {{12{x[5][34]}}, x[5], 18'b0}
                   + {{20{x[5][34]}}, x[5], 10'b0}
                   + {{23{x[5][34]}}, x[5], 7'b0}
                   + {{25{x[5][34]}}, x[5], 5'b0}
                   + {{26{x[5][34]}}, x[5], 4'b0}
                   + {x[5]};
    assign dat2[6] = {{2{x[6][34]}}, x[6], 28'b0}
                   + {{4{x[6][34]}}, x[6], 26'b0}
                   + {{6{x[6][34]}}, x[6], 24'b0}
                   + {{8{x[6][34]}}, x[6], 22'b0}
                   - {{12{x[6][34]}}, x[6], 18'b0}
                   + {{13{x[6][34]}}, x[6], 17'b0}
                   - {{16{x[6][34]}}, x[6], 14'b0}
                   + {{18{x[6][34]}}, x[6], 12'b0}
                   + {{19{x[6][34]}}, x[6], 11'b0}
                   + {{20{x[6][34]}}, x[6], 10'b0}
                   - {{23{x[6][34]}}, x[6], 7'b0}
                   + {{24{x[6][34]}}, x[6], 6'b0}
                   - {{29{x[6][34]}}, x[6], 1'b0};
    assign dat2[7] = {{1{x[7][34]}}, x[7], 29'b0}
                   + {{4{x[7][34]}}, x[7], 26'b0}
                   + {{6{x[7][34]}}, x[7], 24'b0}
                   + {{7{x[7][34]}}, x[7], 23'b0}
                   - {{10{x[7][34]}}, x[7], 20'b0}
                   + {{14{x[7][34]}}, x[7], 16'b0}
                   - {{17{x[7][34]}}, x[7], 13'b0}
                   + {{20{x[7][34]}}, x[7], 10'b0}
                   + {{25{x[7][34]}}, x[7], 5'b0}
                   + {{26{x[7][34]}}, x[7], 4'b0}
                   - {{29{x[7][34]}}, x[7], 1'b0};
    assign dat3 = - dat2[0]
                  - dat2[1]
                  + dat2[2]
                  + dat2[3]
                  - dat2[4]
                  - dat2[5]
                  + dat2[6]
                  + dat2[7];
    assign dat4 = dat3 >>> 30;
    always @(posedge clk or negedge rstn) begin
        if (!rstn)
            dat_out <= 35'd0;
        else if (clk_vld_out_pre)
            dat_out <= dat4;
    end
    always @(posedge clk or negedge rstn) begin
        if (!rstn)
            clk_vld_out <= 1'b0;
        else
            clk_vld_out <= clk_vld_out_pre;
    end
endmodule
==> run.sh <==
#!/bin/bash
# OpenROAD 26Q1-2900-gdf79404cd8, Yosys 0.63+post, stock flow scripts
make -C /OpenROAD-flow-scripts/flow DESIGN_CONFIG=/design/flow/config.mk WORK_HOME=/design/flow/orfs finish
==> config.mk <==
export PLATFORM = sky130hd
export DESIGN_NAME = cic_comp_filter
export DESIGN_NICKNAME = cic_comp_filter
export VERILOG_FILES = /design/flow/design.v
export SDC_FILE = /design/flow/constraint.sdc
export NUM_CORES = 4
export LEC_CHECK = 1
export CORE_UTILIZATION = 40
==> constraint.sdc <==
current_design cic_comp_filter

set clk_period 47.8
set clk_io_pct 0.2

create_clock -name clk0 -period $clk_period [get_ports {clk}]

set non_clock_inputs [all_inputs -no_clocks]
set_input_delay [expr $clk_period * $clk_io_pct] -clock clk0 $non_clock_inputs
set_output_delay [expr $clk_period * $clk_io_pct] -clock clk0 [all_outputs]
==> results_dict.tcl <==
# metrics dict for downstream scripts
set metrics [dict create \
    cts_tree "built" \
    rsz0062_at_grt "false" \
    cts.repair.resized 0 \
    cts_hold_buffers 0 \
    final_core_util_pct 44.2 \
    fin_crit_ns 27.73 \
    synth_cell_types 82 \
    grt-ovfl-total 0 \
    drc 0 \
    ys_async_sr_fraction_pct 100 \
    status "completed" \
    fmax_mhz 36.1 \
    yosysWarnings 2 \
    cp_max_fo 7 \
    syn-cell-area_um2 113000 \
    grt_pass1_wl_um 610000 \
    drtIter0Drc 3574 \
    vias_per_cell 5.07 \
    numSynthFlops 527 \
    ctsHtreeMaxLevel 3 \
    grt_max_degree 117 \
    yosysChipArea_um2 113000 \
    cts.sinks 527 \
    slew_viol_final 0 \
    crit_required_ns 48.36 \
    grt_usage_pct 33.6 \
    dieHeight_um 534 \
    drive_gt1_share_pct 9.92 \
    cts-root-buf "clkbuf_16" \
    worst_pin_slew_ns 1.24 \
    startpoint_type "input port" \
    maxCapViolCount 0 \
    syn_avg_cell_area_um2 11.1 \
    syn_to_final_growth_pct 9.67 \
    clockBufferDepth 3 \
    die_area_um2 285000 \
    hold_path.class "reg2reg" \
    insertion_delay_ns 0.71 \
    route.vias.total 73200 \
    yosys_cells 10200 \
    fillers 25900 \
    final-hold-violation-count 0 \
    fp_util_pct 40.3 \
    antenna_left 0 \
    dpl.hpwl_um 374000 \
    clkSlewWorstSetupHoldPaths_ns 0.07 \
    max-slew-margin-rel_pct 16.9 \
    place_congestion 1.06 \
    die_w_um 534 \
    worstSetupPathType "in2reg" \
    syn-instance-count 10200 \
    ys.flop_type "dfrtp_1" \
    setup_tns_ns 0 \
    routed_wirelength_um 429000 \
    edf_count 0 \
    fin_crit_sh_pct 58.0 \
    io_pins 74 \
    antenna_found_initial 12 \
    placeableCoreArea_um2 280000 \
    endpoint_kind "flop" \
    placementRows 194 \
    port-buffer-count 73 \
    cts_buffers 68 \
    avgRoutedWirePerCell_um 29.7 \
    grt_pass1_vias 81000 \
    synth_seq_share_pct 11.7 \
    dr.pass1.iters 6 \
    slowest_delay_ns 0.96 \
    slowest_stage "nor3_1" \
    timing.critical_path.mode_cell "fa_1" \
    finalSetupViolCount 0 \
    tool_warnings 70 \
    postCtsSetupRepairBufs 0 \
    critPathArrivalTime_ns 28.29 \
    clock_skew_ns 0.0371 \
]
## area by class of cell
| class | count | area, µm² | area share (%) |
|---|---|---|---|
| multi-input cells | 6540 | 88500 | 71.3 |
| flip-flops and latches | 527 | 13200 | 10.6 |
| inverters | 3017 | 11300 | 9.13 |
| well taps | 3724 | 4660 | 3.76 |
| repair buffers | 494 | 3940 | 3.18 |
| clock buffers | 96 | 1990 | 1.60 |
| clock inverters | 28 | 397 | 0.320 |
| diodes | 21 | 52.6 | 0.0424 |
## stage by stage
| step | cell area, µm² | hold slack (ns) | worst slack, ns | instances |
|---|---|---|---|---|
| finish | 124000 | 0.471 | 20.07 | 14400 |
| global route | 124000 | 0.486 | 19.10 | 14400 |
| detailed placement | 122000 | 0.462 | 19.53 | 14300 |
| floorplan | 113000 | 0.414 | 23.32 | 10200 |
| CTS | 124000 | 0.462 | 20.20 | 14400 |
| global placement | 122000 | 0.467 | 19.65 | 14300 |
## sequential cells by signal, indices dropped and copies added, names as in the netlist
register / cells
clk_vld_out: 1
cnt: 1
dat_out: 35
dat_r: 490
## logic make-up (layout without fill, tap and decap cells)
| group | Yosys count | in the layout | share of synthesized area [%] |
|---|---|---|---|
| simple gates | 714 | 714 | 3.03 |
| xor+xnor | 472 | 472 | 3.68 |
| buf+inv | 3118 | 3635 | 10.4 |
| compound gates | 1095 | 1095 | 6.19 |
| other cells | 1 | 22 | 0.00332 |
| flops | 527 | 527 | 11.7 |
| fa+ha+maj | 3796 | 3796 | 60.5 |
| mux | 462 | 462 | 4.60 |
## layout by cell type (no fill, tap or decap), types with 10 or more instances in the layout
master           count
fa_1              2784
xor2_1             168
nand4_1             28
xnor2_1            266
inv_1             3015
xnor2_2             27
clkbuf_16           69
buf_4              418
and2_1              24
clkbuf_1            11
o31ai_1             16
clkdlybuf4s50_1     71
and3_1              35
o21ai_1             21
a31oi_1             31
diode_2             21
nand3_1             56
a211o_1             10
a21oi_1            329
a221o_1             11
o21bai_1            67
a21o_1             251
clkbuf_8            16
and4_1              10
o21ai_0            200
nand2b_1            55
dfrtp_1            526
a211oi_1            24
nor2_1             177
mux2_2             458
nor3_1              37
o21a_1              38
ha_1              1012
nand2_1            214
nor2b_1             33
or2_2               11
## path summary, 6_finish.rpt
path | slack [ns] | cells after the start | start | endpoint
worst max-delay path | 20.07 | 62 | dat_in[7] | dat_out[34]$_DFFE_PN0P_
worst min-delay path | 0.47 | 2 | dat_out[18]$_DFFE_PN0P_ | dat_out[18]$_DFFE_PN0P_
worst max register to register | 28.23 | 64 | dat_r[0][0]$_DFFE_PN0P_ | dat_out[34]$_DFFE_PN0P_
worst min register to register | 0.47 | 2 | dat_out[18]$_DFFE_PN0P_ | dat_out[18]$_DFFE_PN0P_
max in group asynchronous | 35.81 | 5 | rstn | dat_r[6][4]$_DFFE_PN0P_
min in group asynchronous | 8.81 | 1 | rstn | dat_out[33]$_DFFE_PN0P_
## cell usage after synthesis, types with 5 or more instances
library cell / instances / area share (%)
a211oi_1: 24 / 0.16
inv_1: 3015 / 10
o211ai_1: 9 / 0.060
xnor2_1: 292 / 2.3
a21o_1: 251 / 1.7
o22ai_1: 6 / 0.033
dfrtp_1: 527 / 12
nor2_1: 177 / 0.59
and3_1: 35 / 0.19
ha_1: 1012 / 11
nor3_1: 37 / 0.16
o2111ai_1: 8 / 0.062
o21ai_0: 200 / 0.89
nand4_1: 28 / 0.15
a221o_1: 11 / 0.097
and4_1: 10 / 0.077
a31oi_1: 32 / 0.18
mux2_2: 458 / 4.6
a21boi_0: 9 / 0.060
o21bai_1: 67 / 0.44
or3_1: 9 / 0.050
a211o_1: 10 / 0.077
nor4_1: 6 / 0.033
nand2b_1: 55 / 0.30
fa_1: 2784 / 49
o31a_1: 6 / 0.046
clkbuf_1: 96 / 0.32
nor3b_1: 5 / 0.033
a41o_1: 5 / 0.044
nand3_1: 56 / 0.25
and2_1: 24 / 0.13
o21ai_1: 21 / 0.093
nand2_1: 215 / 0.71
a21oi_1: 329 / 1.5
o31ai_1: 16 / 0.11
nor2b_1: 33 / 0.18
xor2_1: 177 / 1.4
o21a_1: 38 / 0.25
or2_2: 11 / 0.061
## per-layer routing
metal,up-vias,track usage [%],part of all wire (%)
met5,-,1.62,0.12
met4,18,17.6,7.3
met3,735,18.5,13
met2,2986,48.2,45
met1,37800,41.3,34
li1,31700,-,-
## critical path, delay by kind of cell
| family | cells | cell delay, ns |
|---|---|---|
| adders and majority gates | 17 | 8.12 |
| buffers and inverters | 11 | 1.39 |
| xor gates and xnor gates | 5 | 0.95 |
| and+or+nand+nor | 8 | 2.44 |
| AOI/OAI and AO/OA | 21 | 5.80 |
